[flow/config.mk]
export PLATFORM = sky130hd
export DESIGN_NAME = spram
export DESIGN_NICKNAME = spram
export VERILOG_FILES = /design/flow/design.v
export SDC_FILE = /design/flow/constraint.sdc
export NUM_CORES = 4
export LEC_CHECK = 1
export CORE_UTILIZATION = 30
[flow/constraint.sdc]
current_design spram

set clk_period 12.5
set clk_io_pct 0.2

create_clock -name clk0 -period $clk_period [get_ports {clk}]

set non_clock_inputs [all_inputs -no_clocks]
set_input_delay [expr $clk_period * $clk_io_pct] -clock clk0 $non_clock_inputs
set_output_delay [expr $clk_period * $clk_io_pct] -clock clk0 [all_outputs]
[flow/design.v]
`timescale 1ns / 1ps
module spram #(
    parameter   ADDR_WIDTH  = 6,
    parameter   DATA_WIDTH  = 8
)(
    input clk,
    input we,
    input       [DATA_WIDTH-1:0]    data,
    input       [ADDR_WIDTH-1:0]    addr,
    output      [DATA_WIDTH-1:0]    q
);
reg             [DATA_WIDTH-1:0]    ram [2**ADDR_WIDTH-1:0] ;
reg             [ADDR_WIDTH-1:0]    addr_reg;
always @(posedge clk) 
begin
    if(we)
        ram[addr] <= data;
    addr_reg <= addr;
end
assign q = ram[addr_reg];
endmodule
[flow/run.sh]
#!/bin/bash
# OpenROAD 26Q1-2900-gdf79404cd8, Yosys 0.63+post, stock flow scripts
make -C /OpenROAD-flow-scripts/flow DESIGN_CONFIG=/design/flow/config.mk WORK_HOME=/design/flow/orfs finish
==> flow_summary_export.csv <==
group,metric,value,unit
detailed_routing,drt-initial-drc-count,677,
placed_design,finalWeightedCongestion,0.830,
power,switching_share_of_total_power,0.203,
floorplan,initial_utilization,0.304,
hold_path,worst_hold_path.num_cells,1,
logic_synthesis,synth-seq-cells,518,
power,power.share.combinational,0.047,
grt,first_pass_grt_wire_length,64900,µm
setup_path,cp.required,10.00,ns
clocking,cts.clk_slew.worst_paths,0.06,ns
layout,mi_logic_area,4320,µm²
sta,setup_violations,0,
clocking,cts_sinks,518,
clocking,htreeDepth,2,
sta,final.period_utilization,0.522,
setup_path,critical_path.endpoint,"q[6]",
sta,tightest_slew,0.994,ns
power,power.sequential.fraction,0.556,
floorplan,floorplan.die.height,261,µm
layout,fraction_of_final_layout_cells_with_drive_strength_greater_than_1,0.249,
sta,rsz0062_at_grt,"false",
clocking,tritoncts,"built",
detailed_routing,num_vias,9349,
logic_synthesis,ys_top_cells_by_count,"edfxtp_1 (512), mux4_2 (126), nor2_1 (83)",
setup_path,critical_path_arrival,4.03,ns
clocking,number_of_buffers_added_by_the_clock_tree_synthesis_step,49,
sta,max_slew_margin,0.335,
clocking,cts.repair.resized,0,
sta,final_hold_viol_count,0,
detailed_routing,drc_errors,0,
detailed_routing,drt_pre_antenna_iters,16,
detailed_routing,wl_per_cell,22.7,µm
layout,top_register,"ram",
sta,timing.final.ws_setup,5.97,ns
logic_synthesis,synth_warnings,1,
sta,max_freq,153,MHz
layout,layout.area.seq,15500,µm²
sta,maxSlewViolCount,0,
run_status,status,"finished clean",
setup_path,timing_worst_setup_path_type,"register to output pin",
logic_synthesis,ys_dominant_reg_cell,"edfxtp_1",
logic_synthesis,cell_area_after_synthesis,20100,µm²
sta,timing.final.crit_period,6.53,ns
setup_path,cp-end-kind,"output pin",
grt,globalRouteOverflowTotal,0,
placed_design,place_ws,6.42,ns
logic_synthesis,yosysUniqueCellTypes,40,
logic_synthesis,post_synth_inst_count,938,
clocking,post-cts-setup-buffers,0,
detailed_routing,routed_via_density,4.91,
power,cell_internal_pwr,2.77,mW
hold_path,hold_path.class,"input port to register",
sta,sum_of_negative_setup_slack,0,ns
logic_synthesis,synth_area_per_cell,21.5,µm²
floorplan,core,66100,µm²
setup_path,critical_path.max_stage_delay,0.70,ns
logic_synthesis,synth.yosys.seq_area_share,0.770,
grt,first_global_vias,10200,
power,maximum_ir_drop_on_the_vdd_rail,115,µV
floorplan,io_pins,24,
placed_design,port_buffers,23,
logic_synthesis,yosysCellCount,938,
floorplan,chip_area,68100,µm²
clocking,holdBufCountCts,0,
layout,largest_register_ff_count,512,
power,p_switching,0.706,mW
grt,grt_max_degree,79,
power,p_clk_frac,0.396,
logic_synthesis,yosys.cell_count.top_type,"edfxtp_1",
power,power.leakage,6.97,nW
grt,grt_use_total,0.138,
logic_synthesis,edff_count_synth,512,
logic_synthesis,post-synth-top-area-fraction,0.764,
detailed_routing,route.final.wire_length,43200,µm
floorplan,die_x,261,µm
flow_run,number_of_warning_messages_in_the_logs,25,
flow_run,drv.max_cap_violation_count,0,
logic_synthesis,synthDominantAreaCellType,"edfxtp_1",
setup_path,cp_cell_sequence,"buf_4 > mux4_2 > mux2_2 > o221a_2 > nor3_1 > o32ai_1 > clkdlybuf4s50_1",
setup_path,critPathSlowestCell,"dfxtp_4",
logic_synthesis,netlist_top_cells_area,"edfxtp_1 (76%), mux4_2 (14%), nor2_1 (1.5%)",
layout,area.growth.synth_to_final,13.8,%
logic_synthesis,asr_flop_ratio_synth,0,
setup_path,start_kind,"register",
grt,grt_antenna_before_repair,8,
detailed_routing,remaining_number_of_nets_flagged_by_the_antenna_check_after_routing,0,
logic_synthesis,ys_area,20100,µm²
setup_path,critical_path_peak_fanout,35,
power,powerDensity,152,nW/µm²
placed_design,hpwl,25400,µm
clocking,root_buffer,"clkbuf_16",
layout,n_fill_cell,6049,
clocking,cts-root-to-sink-buffers,3,
layout,layout_top_registers,"ram x512",
floorplan,row_count,94,
==> stage by stage <==
| stage | hold slack (ns) | cell area (µm²) | util | cells | power, mW |
|---|---|---|---|---|---|
| after global routing | 2.46 | 22900 | 0.346 | 1902 | 3.58 |
| after global placement | 3.03 | 21400 | 0.324 | 1819 | 2.13 |
| final | 2.45 | 22900 | 0.347 | 1905 | 3.47 |
| after detailed placement | 3.04 | 21400 | 0.324 | 1819 | 2.14 |
| after floorplan | 2.53 | 20100 | - | 938 | 2.06 |
| after CTS | 2.44 | 22900 | 0.346 | 1902 | 3.51 |
==> power by group through the flow <==
stage	clock [mW]	combinational (mW)	sequential (mW)
final	1.38	0.165	1.93
after global routing	1.46	0.180	1.93
after CTS	1.41	0.168	1.93
==> logic make-up after synthesis <==
group | count (synthesis) | synth area share
AND/OR/NAND/NOR | 153 | 0.0339
multiplexers | 162 | 0.160
buffers and inverters | 51 | 0.0157
AND-OR/OR-AND | 54 | 0.0208
flip-flops | 518 | 0.770
==> routing by layer <==
layer,routed length (µm),up-vias,track usage
li1,-,4053,-
met3,5430,77,0.0855
met2,20600,460,0.213
met5,92,-,0.00347
met4,999,10,0.0283
met1,16100,4749,0.170
==> worst max-delay path: cells and delay by family, from the launching register on <==
family / cells / cell delay, ns
DFF: 1 / 0.70
buffers and inverters: 2 / 1.03
and+or+nand+nor: 1 / 0.40
AOI/OAI and AO/OA: 2 / 0.44
muxes: 2 / 0.85
==> area by class of cell <==
class / instances / area share
antenna: 3 / 0.000328
clock buffer: 63 / 0.0558
clock inverter: 20 / 0.00759
multi-input combinational: 369 / 0.188
sequential: 518 / 0.677
tap: 864 / 0.0472
timing repair buffer: 68 / 0.0236
==> worst min-delay path by stage <==
stage        from          to
4_1_cts   data[2]  ram[60][2]
5_1_grt   data[2]  ram[61][2]
6_report  data[2]  ram[14][2]
==> layout by cell type (no fill, tap or decap), types with 4 or more instances in the layout <==
| cell type | n |
|---|---|
| mux2_2 | 13 |
| nor2b_1 | 14 |
| nand2b_1 | 7 |
| clkdlybuf4s50_1 | 15 |
| buf_4 | 44 |
| clkinv_1 | 9 |
| edfxtp_1 | 512 |
| nor2_1 | 83 |
| buf_2 | 8 |
| a211oi_1 | 4 |
| nand2_1 | 19 |
| o221ai_1 | 8 |
| clkbuf_16 | 49 |
| clkbuf_1 | 14 |
| clkinv_2 | 5 |
| nor3_1 | 7 |
| mux2i_1 | 23 |
| a221oi_1 | 6 |
| mux4_2 | 126 |
| o22ai_1 | 8 |
| nand3_1 | 13 |
Power figures rest on the tool's default switching activity, not on a simulated workload.
