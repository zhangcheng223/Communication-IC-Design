<file path="/design/flow/run.sh">
#!/bin/bash
# OpenROAD 26Q1-2900-gdf79404cd8, Yosys 0.63+post, stock flow scripts
make -C /OpenROAD-flow-scripts/flow DESIGN_CONFIG=/design/flow/config.mk WORK_HOME=/design/flow/orfs finish
</file>
<file path="/design/flow/config.mk">
export PLATFORM = sky130hd
export DESIGN_NAME = dpram
export DESIGN_NICKNAME = dpram
export VERILOG_FILES = /design/flow/design.v
export SDC_FILE = /design/flow/constraint.sdc
export NUM_CORES = 4
export LEC_CHECK = 1
export CORE_UTILIZATION = 30
</file>
<file path="/design/flow/constraint.sdc">
current_design dpram

set clk_period 2.7
set clk_io_pct 0.2

create_clock -name clk0 -period $clk_period [get_ports {clk}]

set non_clock_inputs [all_inputs -no_clocks]
set_input_delay [expr $clk_period * $clk_io_pct] -clock clk0 $non_clock_inputs
set_output_delay [expr $clk_period * $clk_io_pct] -clock clk0 [all_outputs]
</file>
<file path="/design/flow/design.v">
`timescale 1ns / 1ps
module dpram #(
    parameter   ADDR_WIDTH  = 6,
    parameter   DATA_WIDTH  = 8
)(
    input clk,
    input we,
    input       [DATA_WIDTH-1:0]    data,
    input       [ADDR_WIDTH-1:0]    write_addr,
    input       [ADDR_WIDTH-1:0]    read_addr,
    output      [DATA_WIDTH-1:0]    q
);
reg             [DATA_WIDTH-1:0]    ram [2**ADDR_WIDTH-1:0] ;
reg             [ADDR_WIDTH-1:0]    q_reg;
always @(posedge clk) 
begin
    if(we)
        ram[write_addr] <= data;
    q_reg <= ram[read_addr];
end
assign q = q_reg;
endmodule
</file>
==> run summary <==
flow finished, numbers: most frequent cell after synthesis sky130_fd_sc_hd__edfxtp_1, Power Dens Cells roughly 700 mW/mm2, maximum number of pins on one net before global-route repair 65, setup slack of the critical path after layout between 500 and 600 ps, worst hold endpoint ram[31][3], CP arrival around 2500 ps, register-to-register setup slack 560 ps, internal power between 10 and 15 mW, WP data required 3090 ps, buffers added on ports 25, number of violations of the max-capacitance limit 0, layout overhead on the synthesized area 20.4%, ports placed on the boundary 30, setup repair after global routing missed its margin no, number of warnings in the stage logs 27, Static Leakage between 5 and 6 nW, clock sink count 390, Final GP Congestion approximately 0.87, kind of cell adding the most delay to the critical path multiplexers, Async S/R FF share, synth 0%, die area roughly 0.052 mm2, antenna violations before repair 0, clock transition at the registers of the reported paths about 60 ps, final critical-path share of the clock period 79.1%, Worst VDD drop 333 uV, destination of the worst register-to-register timing path q_reg[4], final clock skew about 14 ps, drt pass-1 iters 4, Distinct cells, synth 37, worst min-delay path category input port to flop, average cell area after synthesis 20.9 um2, number of setup violations in the final report 0, CTS buffer count 41, setup bufs post-CTS 0, share of cells above drive strength 1 33.0%, cell chosen for the clock root sky130_fd_sc_hd__clkbuf_16, Seq share, synth 76.4%, source of the worst register-to-register timing path ram[18][4], number of inserted filler cells in the final layout 4480, final slew viol count 0, core region area 0.0502 mm2, Most common reg cell sky130_fd_sc_hd__edfxtp_1, Yosys Instances 730, leading area contributor after synthesis sky130_fd_sc_hd__edfxtp_1, Hold Startpoint data[3], vias after detailed routing ~7500, category of the most critical setup path flop to flop, instance count along the most critical hold path 1, total number of placement rows ~82, H-tree depth 2, WL/cell 20.5 um, CP endpoint kind flop, clock tree from TritonCTS built, fraction of power consumed by the clock network 41.5%, number of vias per cell after detailed routing 4.71, Area leader share between 70% and 80%, cell area after technology mapping around 0.015 mm2, Synth flops approximately 400, Worst setup SP type flop, slowest CP cell sky130_fd_sc_hd__mux4_2, Highest Clock Rate around 470 MHz, Post-Place Worst Slack 59.4 ps, slew of the pin with the lowest slew margin 722 ps, Buf+Inv Stages, Crit Path 1, commonest cells in the netlist sky130_fd_sc_hd__edfxtp_1 (384), sky130_fd_sc_hd__mux4_2 (98), sky130_fd_sc_hd__nor2_1 (79), sky130_fd_sc_hd__clkbuf_1 (20), sky130_fd_sc_hd__nor2b_1 (17), DRT antenna net count 0, number of design rule violations left after detail routing 0, number of hold-slack violations in the final timing report 0, fp_density between 30 and 40%, grt total ovfl 0, final total negative setup slack 0 ps, Largest register FFs ~380, biggest fanout along the worst timing path 1, chip area estimate from yosys synthesis about 0.015 mm2, warnings from Yosys 1, global-route wire length before repair slightly below 50000 um, CP Launch Point ram[18][4], part of the power in registers 53.0%, violation tally from detailed-route iteration zero 456, Critical Path Max Stage Delay approximately 510 ps, Post-CTS Hold Fix Bufs 0, combinational power share around 5.5%, half-perimeter wire length after detailed placement between 20000 and 25000 um, global router's overall resource usage between 10% and 20%, number of cell instances on the worst register-to-register path 6, top cells by area in the synthesized netlist sky130_fd_sc_hd__edfxtp_1 (76%), sky130_fd_sc_hd__mux4_2 (14%), sky130_fd_sc_hd__nor2_1 (1.9%), Critical Path Most Common Cell sky130_fd_sc_hd__mux4_2, outcome completed, DIE HEIGHT between 200 and 250 um, final routed wirelength across all metal layers 32500 um, EDFF count, synth 384, Resized Gates After CTS 0, horizontal extent of the die 228 um, Net Sw Frac about a fifth, NetSw 2.60 mW, gate count of the mapped netlist around 730, maximum count of clock buffers along a single path 3, Diodes inserted 0, cell breakdown of the critical path mux4_2, mux4_2, nor2b_1, a211oi_1, buf_4, a31oi_1, clock network latency to the later pin of the worst-skew pair 530 ps, post-layout utilization of the core approximately 37%, relative slew slack between 50% and 60%, vias in the first global route between 8000 and 9000, fin crit period roughly 2100 ps
## metrics by stage
stage          instances  hold slack, ps  cell area (um2)  power (mW)
2_1_floorplan        731             639            15300        7.20
3_3_place_gp        1509             866            17100        7.55
3_5_place_dp        1509             876            17100        7.56
4_1_cts             1581             372            18400        12.8
5_1_grt             1581             372            18400        13.1
6_report            1581             368            18400        12.7
## logic make-up (layout without fill, tap and decap cells)
kind of cell | Yosys count | after routing | share of synthesized area (%)
AND/OR/NAND/NOR | 137 | 137 | 4.05
buffers and inverters | 42 | 220 | 1.62
other | 1 | 2 | 0.0246
flip-flops | 390 | 390 | 76.4
multiplexers | 119 | 119 | 16.0
AND-OR/OR-AND | 41 | 41 | 1.97
## worst max-delay path by stage
stage / endpoint / slack [ps] / cells after the start
4_1_cts: q_reg[4] / 580 / 6
5_1_grt: q_reg[5] / 500 / 6
6_report: q_reg[4] / 560 / 6
## cells in the final DEF, fill, tap and decap left out, types with 2 or more instances in the layout
master,Yosys,routed
sky130_fd_sc_hd__clkbuf_1,20,5
sky130_fd_sc_hd__nor3_1,3,3
sky130_fd_sc_hd__bufinv_16,0,2
sky130_fd_sc_hd__clkinv_2,0,7
sky130_fd_sc_hd__o221ai_1,8,8
sky130_fd_sc_hd__a211oi_1,11,11
sky130_fd_sc_hd__nand2_1,14,14
sky130_fd_sc_hd__nor4_1,3,3
sky130_fd_sc_hd__or3_1,2,2
sky130_fd_sc_hd__o22ai_1,5,5
sky130_fd_sc_hd__a31oi_1,3,3
sky130_fd_sc_hd__o21ai_1,2,2
sky130_fd_sc_hd__edfxtp_1,384,384
sky130_fd_sc_hd__mux2i_1,7,7
sky130_fd_sc_hd__nor2_1,79,79
sky130_fd_sc_hd__mux4_2,98,98
sky130_fd_sc_hd__nand3_1,6,6
sky130_fd_sc_hd__nand3b_1,2,2
sky130_fd_sc_hd__nand2b_1,7,7
sky130_fd_sc_hd__a21oi_1,2,2
sky130_fd_sc_hd__clkinv_1,0,12
sky130_fd_sc_hd__buf_2,7,6
sky130_fd_sc_hd__clkdlybuf4s50_1,0,16
sky130_fd_sc_hd__o211ai_1,4,4
sky130_fd_sc_hd__nor2b_1,17,17
sky130_fd_sc_hd__mux2_2,14,14
sky130_fd_sc_hd__buf_12,2,9
sky130_fd_sc_hd__dfxtp_1,6,6
sky130_fd_sc_hd__clkbuf_16,0,43
sky130_fd_sc_hd__nand4_1,2,2
sky130_fd_sc_hd__conb_1,1,2
sky130_fd_sc_hd__buf_4,9,116
## area by class of cell
class,count,area (um2),share of cell area [%]
sequential,390,11700,63.4
tap,672,841,4.58
multi-input combinational,299,3360,18.3
clock inverter,24,165,0.899
timing repair buffer,148,1250,6.82
clock buffer,48,1090,5.96
## layer usage
metal,wire length [um],GRT usage (%),share of wire (%),vias up
li1,-,-,-,3319
met1,13000,19.2,40,3797
met2,15400,21.2,47,295
met3,3590,7.39,11,41
met4,488,1.84,1.5,0
met5,0,0,0,-
## power by group through the flow
stage | logic, mW | registers [mW] | clock network [mW]
after CTS | 0.713 | 6.72 | 5.38
after global routing | 0.758 | 6.72 | 5.60
final | 0.699 | 6.72 | 5.27
Power is estimated from default activity; no workload was simulated.
