==> flow/run.sh <==
#!/bin/bash
# OpenROAD 26Q1-2900-gdf79404cd8, Yosys 0.63+post, stock flow scripts
make -C /OpenROAD-flow-scripts/flow DESIGN_CONFIG=/design/flow/config.mk WORK_HOME=/design/flow/orfs finish
==> flow/config.mk <==
export PLATFORM = sky130hd
export DESIGN_NAME = dram
export DESIGN_NICKNAME = dram
export VERILOG_FILES = /design/flow/design.v
export SDC_FILE = /design/flow/constraint.sdc
export NUM_CORES = 4
export LEC_CHECK = 1
export CORE_UTILIZATION = 40
==> flow/constraint.sdc <==
current_design dram

set clk_period 10.0
set clk_io_pct 0.2

create_clock -name clk0 -period $clk_period [get_ports {clk}]

set non_clock_inputs [all_inputs -no_clocks]
set_input_delay [expr $clk_period * $clk_io_pct] -clock clk0 $non_clock_inputs
set_output_delay [expr $clk_period * $clk_io_pct] -clock clk0 [all_outputs]
==> flow/design.v <==
`timescale 1ns / 1ps
module dram #(
    parameter   ADDR_WIDTH  = 6,
    parameter   DATA_WIDTH  = 8
)(
    input clk,
    input we,
    input       [DATA_WIDTH-1:0]    data,
    input       [ADDR_WIDTH-1:0]    addr,
    output      [DATA_WIDTH-1:0]    q
);
reg             [DATA_WIDTH-1:0]    ram [2**ADDR_WIDTH-1:0] ;
reg             [DATA_WIDTH-1:0]    addr_reg;
always @(posedge clk) 
begin
    if(we)
        ram[addr] <= data;
    addr_reg <= addr;
end
assign q = ram[addr_reg];
endmodule
==> COMMIT_EDITMSG <==
Store results of the implementation flow

- The run finished with clean final reports.
- Setup repair after global routing missed its margin: no
- Per-cell via count in the routed design: 5.50
- The detailed router reported a total wirelength of 44.7 mm.
- Post-synthesis async set-or-reset flop share: 0%
- Max incr delay on CP: 0.97 ns
* Minimum clock period after layout: 6.59 ns
- Capture point of the critical path: q[3]
- The final layout reports a setup TNS of 0 ns.
* CP cell instances: buf_4, buf_4, mux4_2, o22ai_1, o41ai_1, clkdlybuf4s50_1
* Bufs on Longest Clock Path: 3
- The filler cells instantiated in the layout total 4079.
- Standard-cell row count: 81
- Endpoints failing hold in the final report were tallied at 0.
- Worst vdd ir: 0.179 mV
- Per the log, the first TritonRoute iteration ended with a DRC count of 557.
* Arrival time at the worst endpoint: 4.59 ns
- Summing the sequential cell areas from Yosys gives 77.0% of the chip area.
* Synthesized cell area: 20100 um^2
- In this run, post-CTS hold repair placed 0 buffers.
* Pin count of the biggest net entering global routing: 65
- The number of antenna violations at the first check in global routing is 1.
- The flow measured a signed area growth from synthesis to layout of 12.8%.
- Total overflow reported by the global router: 0
* Total setup buffers inserted after CTS: 0
- The most numerous cell type found on the critical path is buf_4.
- The largest registers in the layout are ram x512.
- Post-synthesis cell type count: 40
- Total of buffers placed on input and output ports: 23
* Final clock period utilization by the worst path: 65.9%
- Critical path's slowest cell: o41ai_1
- By startpoint and endpoint, the worst setup path is classified as reg -> out.
- Yosys attributes the largest share of cell area to edfxtp_1 76%, mux4_2 14%, nor2_1 1.5%.
- Pins over their slew limit in the final report were tallied at 0.
- In the synthesis report, Yosys lists the chip area as 20100 um^2.
* Number of sinks on the clock net: 518
- Critical-path maximum fanout: 38
* Fmax achieved: 0.152 GHz
* Final hold slack: 2.10 ns
* Proportion of layout cells with a drive suffix above 1: 25.0%
- Per the CTS log, the root buffer master is clkbuf_16.
- Overall die area: 51200 um^2
- Detailed placer's ending HPWL: 25.9 mm
- The tool flagged a number of max-cap violations equal to 0.
- Routed vias: 9365
* Main flop type after synthesis: edfxtp_1
* Cts bufs inserted: 49
- WP data required: 8.00 ns
* Path category of the worst min-delay check: in -> reg
* # IOs: 24
* Core Footprint: 49300 um^2
* CTS H-tree depth: 2
* Worst relative slew slack: 28.8%
* Ys flops: 518
- Power Dens Cells: 196 nW/um^2
- Avg WL per Cell: 26.2 um
- Each instance of the synthesized netlist takes up on average 21.5 um^2.
- Residual DRC: 0
- Once detail routing completed, the nets flagged for antenna violations numbered 0.
- For this run, the number of Yosys warnings is 1.
- The number of cells reported by Yosys stat comes to 938.
- Resized cells post-CTS: 0
- Per the OpenROAD power report, leakage power amounts to 6.99 nW.
- Final RePlAce weighted congestion: 0.840
* Wire length of the first global-routing pass: 66.6 mm
- Post-CTS clock slew at the launch and capture registers of the worst setup and hold paths: 0.06 ns
* Via count of the first global-routing pass: 10.2k
- The share of the core area taken by cells at floorplan is 40.9%.
* Area taken by flip-flops and latches: 15500 um^2
- Most flops, register: ram
* Count of flip-flops with a built-in enable after synthesis: 512
* Synth Instances: 938
- The register with the most flip-flops in the layout has 512 of them.
- Logic area: 4320 um^2
- Post-synth top area share: 76.4%
- Global routing used 20.0% of the available tracks.
- The post-route utilization of the core is recorded as 46.1%.
- The final timing report counts setup violations totalling 0.
* Setup crit end kind: output port
- Looking at the max-slew report, the worst-margin pin has a slew of 1.05 ns.
* Cell taking the most area after synthesis: edfxtp_1
- Floorplan die width: 226 um
- The first detailed-routing pass took 5 iterations.
* Total tool warning count: 25
- Startpoint type of the worst setup path: flip-flop
* CTS tree: yes
- In the routed netlist, the antenna diode instances number 0.
- Measured along the y axis, the die boundary spans 226 um.
## cell families after synthesis
| logic type | synth area share [%] |
|---|---|
| flops | 77.0 |
| simple gates | 3.39 |
| mux | 16.0 |
| buf+inv | 1.57 |
| compound gates | 2.08 |
## power breakdown
| group | switching [W] | total (W) | internal [W] |
|---|---|---|---|
| Sequential | 0.0000160 | 0.00242 | 0.00240 |
| Combinational | 0.000126 | 0.000211 | 0.0000851 |
| Clock | 0.000768 | 0.00181 | 0.00104 |
| Total | 0.000910 | 0.00444 | 0.00353 |
## critical path: cells and delay by family (launching register included)
kind | cells | cell delay (ns)
compound gates | 2 | 1.08
mux | 1 | 0.37
buf+inv | 3 | 1.88
flops | 1 | 0.64
## cells in the final DEF (no fill, tap or decap), types with 3 or more instances in the layout
cell type	Yosys	routed
edfxtp_1	512	512
mux4_2	126	126
nor2_1	83	83
clkbuf_16	0	49
buf_4	13	39
mux2i_1	23	23
nand2_1	19	19
clkdlybuf4s50_1	0	15
nor2b_1	14	14
mux2_2	13	13
nand3_1	13	13
clkinv_1	0	12
clkbuf_1	17	11
clkinv_2	0	10
o221ai_1	8	8
o22ai_1	8	8
buf_2	11	8
nand2b_1	7	7
nor3_1	7	7
a221oi_1	6	6
bufinv_16	0	5
a211oi_1	4	4
nand3b_1	3	3
a21oi_1	3	3
a22oi_1	3	3
o2111ai_1	3	3
o2bb2ai_1	3	3
dfxtp_4	0	3
## stage by stage
step                      instances  cell area [um^2]  setup slack [ns]  power (W)
after floorplan                 938             20100              6.16    0.00258
after global placement         1613             21100              3.98    0.00268
after detailed placement       1613             21100              3.90    0.00268
after CTS                      1704             22700              3.27    0.00448
after global routing           1704             22700              2.99    0.00458
final                          1704             22700              3.41    0.00444
## worst min-delay path by stage
stage                     endpoint  startpoint  cells past startpoint
finish        ram[52][7]$_DFFE_PP_     data[7]                      2
global route  ram[52][7]$_DFFE_PP_     data[7]                      2
CTS           ram[23][1]$_DFFE_PP_     data[1]                      2
## cells in the mapped netlist (all sizes together), types with 2 or more instances
master and number:
o221a 2, nor3 7, a211oi 4, nor2b 14, buf 34, a22oi 3
dfxtp 6, nor2 83, o2111ai 3, mux2i 23, o21a 2, nand3 13
nand4 2, o221ai 8, nor4 2, nand2b 7, mux2 13, a21oi 3
mux4 126, o41ai 2, o2bb2ai 3, nand2 19, o32ai 2, a2111oi 2
edfxtp 512, o21ai 4, a221oi 6, clkbuf 17, nand3b 3, o22ai 8
## area by class of cell
| cell class | count | area share [%] |
|---|---|---|
| Clock buffer | 62 | 5.71 |
| Sequential cell | 518 | 68.3 |
| Tap cell | 664 | 3.66 |
| Clock inverter | 29 | 1.16 |
| Multi-Input combinational cell | 369 | 19.0 |
| Timing Repair Buffer | 62 | 2.13 |
## metal layers
metal  global-route usage, %  vias to the layer above  routed length (um)
met2                    29.4                      474               21300
met5                       0                        -                  13
met3                    13.6                       72                6540
li1                        -                     4051                   -
met4                    3.16                        2                 808
met1                    26.8                     4766               16000
Power figures rest on the tool's default switching activity, not on a simulated workload.
